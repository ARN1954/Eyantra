**./run.sh**
```bash
#!/bin/bash
# OpenROAD 26Q1-2900-gdf79404cd8, Yosys 0.63+post, stock flow scripts
make -C /OpenROAD-flow-scripts/flow DESIGN_CONFIG=/design/flow/config.mk WORK_HOME=/design/flow/orfs finish
```
**./constraint.sdc**
```tcl
current_design uart_rx

set clk_period 3.5
set clk_io_pct 0.2

create_clock -name clk0 -period $clk_period [get_ports {clk_3125}]

set non_clock_inputs [all_inputs -no_clocks]
set_input_delay [expr $clk_period * $clk_io_pct] -clock clk0 $non_clock_inputs
set_output_delay [expr $clk_period * $clk_io_pct] -clock clk0 [all_outputs]
```
**./config.mk**
```make
export PLATFORM = sky130hd
export DESIGN_NAME = uart_rx
export DESIGN_NICKNAME = uart_rx
export VERILOG_FILES = /design/flow/design.v
export SDC_FILE = /design/flow/constraint.sdc
export NUM_CORES = 4
export LEC_CHECK = 1
export CORE_UTILIZATION = 30
```
**./design.v**
```verilog
module uart_rx(
    input clk_3125,
    input rx,
    output reg [7:0] rx_msg,
    output reg rx_parity,
    output reg rx_complete
    );
initial begin
    rx_msg = 0;
	 rx_parity = 0;
    rx_complete = 0;
end
localparam start=2'b00;
localparam data_bit=2'b01;
localparam parity=2'b10;
localparam stop=2'b11;
reg [1:0] state=start;
reg [2:0] bit_index =7;
reg [7:0] data_buffer=0;
reg [4:0] counter =0;
reg parity_bit=0;
reg pb;
reg pb_flag=0;
reg rx_sync1,rx_sync2;
always @(posedge clk_3125) begin
    rx_sync1 = rx;
    rx_sync2 = rx_sync1;
end
always @(*)begin
	if(pb_flag==1) begin
		pb = (data_buffer[7] ^ data_buffer[6] ^ data_buffer[5] ^ data_buffer[4] ^data_buffer[3] ^
		      data_buffer[2] ^ data_buffer[1] ^ data_buffer[0]);
	end
end
always @(posedge clk_3125)begin
		case(state)
			start:begin
		   if(rx_sync2 == 0)begin			 
				rx_complete=0;
				counter=counter+1'b1;
               if(data_buffer == 0) begin				
					if(counter==14)begin
						state=data_bit;
						counter =0;
					end
					end
					else
					if(counter==14)begin
						state=data_bit;
						counter =0;
					end
				end
			 else rx_complete=0;        				
			end				
			data_bit:begin
			data_buffer[bit_index]=rx_sync2;
			counter=counter+1'b1;
			if(counter == 14)begin
				counter=0;
				if(bit_index==0)begin
					state=parity;
					bit_index=7;
					counter=0;
				end
				else bit_index=bit_index-1'b1;				
			end
			end
			parity:begin			
			counter=counter+1'b1;
			parity_bit=pb;
			pb_flag=1;
					if(counter==14)begin
						state=stop;
						counter = 0;
						pb_flag=0;
					end				
			end
			stop:begin
			counter=counter+1'b1;
			if(counter == 14 )begin
				state=start;
				counter=0;            				
	         rx_msg=data_buffer;
				rx_parity=parity_bit;
	         rx_complete=1;			
			end
			end
		endcase
end
endmodule
```
==> flow_metrics.tcl <==
# collected from the flow reports
set metrics [dict create \
    status "finished, final reports clean" \
    die_h_um 73.1 \
    fp_util_pct 31.7 \
    hold_end "rx_parity" \
    edf_count 30 \
    clkLatencyLatePin_ns 0.28 \
    antennaDiodeCount 0 \
    fillers 446 \
    worstHoldStart "parity_bit" \
    finalHoldViolations 0 \
    drtIter0Drc 58 \
    cts_hold_buffers 0 \
    ys_chip_area_mm2 0.00152 \
    holdPathStages 0 \
    cp_cell_sequence "inv_1 -> ha_1 -> or4_1 -> a222oi_1" \
    area_growth_pct 17.8 \
    cts_resized 0 \
    tool_warnings 35 \
    cts_buffers 5 \
    most_common_cell "edfxtp_1" \
    cap_violations 0 \
    utilization_pct 37.4 \
    crit_path_top_delay_cell "or4_1" \
    hpwlAfterDp_um 1590 \
    gp_congestion 0.846 \
    fin_area_mm2 0.00179 \
    worst_pin_slew_ns 0.419 \
    drv_slew 0 \
    setup_violations 0 \
    yosys.area.top_type "edfxtp_1" \
    cts_root_buf "clkbuf_8" \
    synthTopCellsByCount "30 x edfxtp_1, 14 x ha_1, 10 x nand2_1, 9 x inv_1, 8 x xnor2_1" \
    cts_setup_buffers 0 \
    vias 846 \
    tritoncts "done" \
    postRouteAntennaNets 0 \
    max_freq_mhz 483 \
    chipArea_mm2 0.00535 \
    std_cell_rows 25 \
    fin_crit_ns 2.07 \
    flop_cell "edfxtp_1" \
    r2r-start "state[0]" \
    r2r_setup_slack_ns 1.43 \
    viasPerCell 4.36 \
    cts_max_path_buffers 2 \
    yosysTopAreaCellShare_pct 59.4 \
    skew_ns 0.00878 \
    fin_setup_tns_ns 0 \
    unclocked_pins 1 \
    grt_max_degree 13 \
    p_per_area_mw_per_mm2 973 \
    clkTransAtPathRegs_ns 0.07 \
    crit_path_start_kind "flip-flop" \
    grt_antenna_before_repair 0 \
    synth.distinct_cells 29 \
    topCellsByArea "edfxtp_1 59%, ha_1 12%, xnor2_1 4.6%" \
    first_global_vias 860 \
    vdd_drop_max_mv 0.253 \
    syn_area_mm2 0.00152 \
    arrival_ns 2.00 \
    critical_path.top_delay_family "simple AND/OR/NAND/NOR gates" \
    untimed_endpoints 2 \
    hold_class "reg2reg" \
    wl_um 2200 \
    grt-ovfl-total 0 \
    io_pins 12 \
    cp_max_fo 5 \
    die_x_um 73.1 \
    cp.required_ns 3.43 \
    synth-cells-yosys 110 \
    grt_setup_unrepaired "false" \
    power.leakage_nw 0.662 \
    grt_pass1_wl_um 3950 \
    r2r_end "state[1]" \
    core-area_mm2 0.00479 \
    synth_area_per_cell_um2 13.8 \
    cp_num_buf_inv 1 \
    finalClockPeriodUsage_pct 59.1 \
    ys_ff 32 \
    drc 0 \
    grt_usage_pct 9.97 \
    portBuffers 11 \
    timing.hold.ws_ns 0.425 \
    synthArstFlopShare_pct 0 \
    wire_per_inst_um 11.4 \
    netlist_instances 110 \
    yosysWarnings 1 \
    dr.pass1.iters 4 \
    drive_above_1_share_pct 11.0 \
    h-tree-depth 2 \
    worstSetupStartpoint "state[0]" \
    place_area_mm2 0.00171 \
    place_ws_ns 1.46 \
    crit_type "reg2reg" \
    max_slew_margin_pct 71.8 \
    crit_path_end_kind "flip-flop" \
    critPathMaxStageDelay_ns 0.54 \
    worst_r2r_path_depth 4 \
    setup_ws_ns 1.43 \
]
-- layer usage --
layer	up-vias	wire, µm	GRT usage, %
met5	-	0	0
met4	0	35	1.53
met3	4	98	3.08
met2	14	957	15.0
met1	400	1110	15.3
li1	428	-	-
-- layout make-up --
class                   count  area, µm²  share of cell area [%]
clock buffers               5       68.8                    3.85
repair buffers             12        118                    6.58
flip-flops and latches     32        936                    52.3
multi-input cells          67        539                    30.2
inverters                   9       33.8                    1.89
clock inverters             2       8.76                   0.490
well taps                  67       83.8                    4.69
-- flip-flops by register name, summed over array words and instances, names as in the netlist --
| signal | flops |
|---|---|
| data_buffer | 8 |
| rx_msg | 8 |
| counter | 5 |
| bit_index | 3 |
| state | 2 |
| parity_bit | 1 |
| pb | 1 |
| pb_flag | 1 |
| rx_complete | 1 |
| rx_parity | 1 |
| rx_sync2 | 1 |
-- worst register-to-register path, delay by kind of cell, from the launching register on --
kind / cells / cell delay, ns
buf+inv: 1 / 0.13
fa+ha+maj: 1 / 0.25
simple gates: 1 / 0.54
compound gates: 1 / 0.38
flops: 1 / 0.43
-- cell usage in the layout, fill, tap and decap left out, drive strengths merged, types with 3 or more instances in the layout --
cell type and count:
xnor2 8, mux2 4, clkbuf 5, inv 9
edfxtp 30, nor2 3, o21ai 4, ha 14
clkdlybuf4s50 11, nand2 10, nand3 3, nor2b 3
-- power by group --
group | internal, mW | switching [mW] | total [mW]
Sequential | 0.714 | 0.119 | 0.833
Combinational | 0.330 | 0.322 | 0.652
Clock | 0.132 | 0.122 | 0.254
-- kinds of logic (layout without fill, tap and decap cells) --
logic type / Yosys count / after routing / synth area share (%)
DFF: 31 / 31 / 60.7
buffers and inverters: 11 / 28 / 2.80
adders and majority gates: 14 / 14 / 11.5
xor gates and xnor gates: 9 / 9 / 5.19
and+or+nand+nor: 26 / 26 / 9.65
latches: 1 / 1 / 0.989
muxes: 4 / 4 / 2.97
AOI/OAI and AO/OA: 14 / 14 / 6.18
-- through the flow --
| step | cells | power, mW |
|---|---|---|
| global route | 194 | 1.88 |
| global placement | 187 | 1.47 |
| floorplan | 110 | 1.28 |
| CTS | 194 | 1.76 |
| detailed placement | 187 | 1.50 |
| finish | 194 | 1.74 |
-- how the worst max path moves through the flow --
stage,slack [ns],to,cells after the start
after CTS,1.41,state[0],4
after global routing,1.28,data_buffer[4],5
final,1.43,state[1],4
No activity file was given, so power comes from the tool's default toggle rates.
