### design/flow/run.sh
#!/bin/bash
# OpenROAD 26Q1-2900-gdf79404cd8, Yosys 0.63+post, stock flow scripts
make -C /OpenROAD-flow-scripts/flow DESIGN_CONFIG=/design/flow/config.mk WORK_HOME=/design/flow/orfs finish
### design/flow/config.mk
export PLATFORM = sky130hd
export DESIGN_NAME = t1b_cd_fd
export DESIGN_NICKNAME = t1b_cd_fd
export VERILOG_FILES = /design/flow/design.v
export SDC_FILE = /design/flow/constraint.sdc
export NUM_CORES = 4
export LEC_CHECK = 1
export CORE_UTILIZATION = 40
### design/flow/constraint.sdc
current_design t1b_cd_fd

set clk_period 2.2
set clk_io_pct 0.2

create_clock -name clk0 -period $clk_period [get_ports {clk_1MHz}]
create_clock -name clk1 -period $clk_period [get_ports {cs_out}]

set non_clock_inputs [all_inputs -no_clocks]
set_input_delay [expr $clk_period * $clk_io_pct] -clock clk0 $non_clock_inputs
set_output_delay [expr $clk_period * $clk_io_pct] -clock clk0 [all_outputs]
### design/flow/design.v
module t1b_cd_fd (
    input  clk_1MHz, cs_out,
    output reg [1:0] filter, color
);
initial begin  
    filter = 2; color = 0;
end
reg[10:0] counter=0;
reg[15:0] pulse=0;
reg[15:0] max=0;
reg[1:0] f_c=2;
always @ (posedge clk_1MHz)begin
    if(counter <500)begin
	 filter = 3;	 	 
	 end
	 if(counter >= 500 && counter <1000)begin
	 filter = 0;	 	 
	 end
	 if(counter >= 1000 && counter <1500)begin
	 filter = 1;	 	  
	 end
	 if(counter==1500)begin
    color = f_c;	 	 
	 filter=2;
	 end	 
    if(counter == 1501)begin
	 filter = 3;
	 counter=0;	 
	 end
	 counter = counter +1'b1;
end
always @ (posedge cs_out)begin
	if(counter == 499) begin
		if(pulse > max) begin
			max=pulse;
			f_c=2;
			pulse=0;
		end
	end
	if(counter == 999) begin 
		if(pulse > max) begin
			max=pulse;
			f_c=1;
		end
		pulse=0;
	end
	if(counter == 1499) begin
		if(pulse > max) begin
			max=pulse;
			f_c=3;
		end
	pulse=0;
	end
	if(filter == 2) begin
	pulse =0;
	max=0;
	f_c=2;
	end
	pulse = pulse + 1'b1;
end
endmodule
==> results.cfg <==
; synthesis and place-and-route metrics
[final_layout]
layout-drive-gt1-share_pct = 40.22
fill_cells = 727
stdcell_count = 663
syn_to_final_growth_pct = 43.22

[yosys]
top_area_share_pct = 24.93
synth-seq-cells = 49
ys_async_sr_fraction_pct = 0
synth_top_flop_cell = dfxtp_1
yosysWarnings = 1
yosysUniqueCellTypes = 59
top_area_cell = dfxtp_1
syn_area_per_cell_sq_um = 8.638
synth_seq_share_pct = 26.52
synth_chip_area_sq_um = 3775
yosys_cells = 437
synth-edff-count = 2
syn_area_sq_um = 3775
area_leaders = dfxtp_1 25%, ha_1 17%, mux2i_1 12%
postSynthCellCount = 437

[run_status]
violations = negative setup slack
status = finished, violations left

[routing]
drt_wl_total_um = 10380
wl_per_cell_um = 15.66
drt_iter0_drc = 142
routed_via_density = 5.324
ant_nets = 0
drt_pre_antenna_iters = 5
vias = 3530
post-route-drc-count = 0
n_antenna_cell = 0

[final_timing]
worst_slack_ns = -3.425
final_max_slew_viol_count = 0
slew_headroom_pct = 70.14
skew_ns = 0.006656
grt_setup_unrepaired = true
final.setup.tns_ns = -69.33
hold_viol = 0
tightestPinTransition_ns = 0.4438
setup_violations = 34
hold_ws_ns = 0.4673

[power]
vdd_ir_drop_max_v = 0.0002148
p_sw_share_pct = 20.89
comb_power_share_pct = 0
power.internal_mw = 1.232
p_total_mw = 1.557
p_leak_nw = 2.443
power_density_nw_per_um2 = 288.0
pwr-share-clk_pct = 42.8
p_sw_mw = 0.3253
seqPwrFrac_pct = 57.2

[floorplan]
coreArea_sq_um = 9196
initial_core_util_pct = 41.05
rows = 35
fp.dieW_um = 99.15
chipArea_sq_um = 9830
top_level_ports = 6
die_h_um = 99.15

[setup_path]
worst_setup_path_start_kind = flop
path_max_fanout = 8
end_kind = flop
crit_type = flop to flop
worst_ep_required_time_ns = 2.38
worstPathArrival_ns = 5.81

[run]
tool_warnings = 29
max-cap-violations = 0

[min_path]
min_path_type = flop to flop

[placed_design]
io_buffers = 4
hpwl_um = 7188
place_ws_ns = -3.330
gp_congestion = 0.9335
dp.cells = 625

[global_routing]
track_usage_pct = 21.54
grt_pass1_wl_um = 16620
antenna_found_initial = 0
grt_pass1_vias = 3329
grt_max_degree = 19
gr-total-overflow = 0

[cts]
clkTransAtPathRegs_ns = 0.07
cts_tree = done
cts.sinks = 49
[worst paths after layout]
kind / slack (ns) / endpoint / cells past startpoint / startpoint
max in group clk0: 0.02 / counter[6] / 11 / counter[5]
max: -3.42 / max[3] / 27 / pulse[0]
max reg2reg: -3.42 / max[3] / 27 / pulse[0]
min: 0.47 / color[1] / 0 / f_c[1]
min in group clk1: 0.48 / f_c[0] / 2 / f_c[0]
min reg2reg: 0.47 / color[1] / 0 / f_c[1]
[power groups by stage]
stage / Sequential [mW] / Clock (mW) / Combinational [mW]
after CTS: 0.891 / 0.684 / 0.00000187
after global routing: 0.891 / 0.726 / 0.00000196
final: 0.891 / 0.666 / 0.00000196
[final cells by class]
| cell class | instances | area [sq um] | area share [%] |
|---|---|---|---|
| clock inverters | 2 | 10.01 | 0.1851 |
| flip-flops and latches | 49 | 1028 | 19.02 |
| clock buffers | 9 | 113.9 | 2.106 |
| well taps | 111 | 138.9 | 2.569 |
| inverters | 21 | 78.83 | 1.458 |
| multi-input cells | 346 | 2987 | 55.24 |
| repair buffers | 125 | 1050 | 19.42 |
[repair_timing]
action | 4_1_cts | 5_1_grt
endpoints found under the setup margin | 41 | 37
cloned | 2 | 0
setup buffers | 16 | 12
pin swaps | 26 | 37
gates resized | 59 | 34
hold buffers | 0 | 0
[through the flow]
step / util (%) / area (sq um)
final: 58.79 / 5406
after global routing: 58.79 / 5406
after CTS: 56.31 / 5179
after detailed placement: 50.56 / 4649
after global placement: 50.56 / 4649
after floorplan: - / 3885
[sequential cells by signal, summed over array words and instances (netlist names)]
register,flops
color,2
counter,11
f_c,2
filter,2
max,16
pulse,16
[layer usage]
layer / global-route usage [%] / vias to the layer above / share of wire [%]
li1: - / 1765 / -
met3: 2.502 / 8 / 4.0
met1: 32.90 / 1687 / 49
met5: 0 / - / 0
met4: 2.149 / 0 / 0.59
met2: 34.64 / 70 / 46
[cells by family after synthesis]
| group | after synthesis | synth area share [%] |
|---|---|---|
| and+or+nand+nor | 173 | 23.73 |
| AOI/OAI and AO/OA | 55 | 10.31 |
| adders and majority gates | 50 | 16.57 |
| DFF | 49 | 26.52 |
| muxes | 47 | 12.50 |
| buffers and inverters | 43 | 5.734 |
| xor gates and xnor gates | 20 | 4.640 |
[cell usage in the layout (no fill, tap or decap), types with 3 or more instances in the layout]
cell type and instances:
a21o_1 8, mux2i_2 6, o21a_1 3, nand2_1 30, xnor2_1 7, inv_1 13
buf_4 105, nor2_1 38, nand3_1 11, a21oi_1 9, and2_4 3, dfxtp_1 25
buf_6 11, mux2i_1 40, and3_1 10, nand4_1 11, ha_4 11, inv_2 8
clkdlybuf4s50_1 4, nor3_1 3, and2_1 29, nor2b_1 4, ha_1 38, xor2_1 13
nand2_4 3, nand2b_1 3, nor2_2 3, nor2_4 3, o21ai_0 8, clkbuf_8 8
dfxtp_2 22
[synthesized netlist by cell type, drive strengths merged, types with 2 or more instances]
cell type and count:
nand3 13, nor3 3, buf 12, nand2b 4
nand4 11, nand2 35, mux2i 46, nor2b 6
a221o 2, dfxtp 47, xnor2 7, inv 21
and2b 2, ha 50, clkbuf 9, o21ai 10
xor2 13, nor4 4, a21oi 12, a21o 8
and2 32, and3 11, nor2 44, o21bai 2
or3 2, edfxtp 2, and4 2, a31oi 2
o21a 3, a2111oi 2
[worst max-delay path, stage by stage, from the launching register on]
cell	delay, ns
dfxtp_2	0.33
inv_1	0.05
ha_1	0.29
nand4_1	0.24
nor4_4	0.05
buf_4	0.14
nor4b_4	0.27
and3_4	0.25
a21oi_4	0.04
buf_12	0.14
buf_6	0.13
and2_1	0.15
ha_1	0.30
nand4_1	0.18
or3_1	0.43
o221ai_2	0.16
a21o_1	0.19
nand2_4	0.11
mux2i_2	0.16
ha_1	0.31
buf_4	0.14
a221o_1	0.36
a221oi_2	0.24
a21o_1	0.18
o211a_4	0.23
buf_16	0.16
mux2i_2	0.21
nor2_1	0.07
Power is estimated from default activity; no workload was simulated.
